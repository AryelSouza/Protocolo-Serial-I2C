## ./run.sh

```bash
#!/bin/bash
# OpenROAD 26Q1-2900-gdf79404cd8, Yosys 0.63+post, stock flow scripts
make -C /OpenROAD-flow-scripts/flow DESIGN_CONFIG=/design/flow/config.mk WORK_HOME=/design/flow/orfs finish
```

## ./config.mk

```make
export PLATFORM = sky130hd
export DESIGN_NAME = I2C_Controller
export DESIGN_NICKNAME = I2C_Controller
export VERILOG_FILES = /design/flow/design.v
export SDC_FILE = /design/flow/constraint.sdc
export NUM_CORES = 4
export LEC_CHECK = 1
export CORE_UTILIZATION = 30
```

## ./design.v

```verilog
module i2c_clock_divider #(
    parameter integer SYS_CLK_FREQ_HZ = 100_000_000,
    parameter integer I2C_CLK_FREQ_HZ = 100_000
)(
    input  logic clk,
    input  logic rst_n,
    output logic scl_clk
);
    localparam integer DIV_COUNT = SYS_CLK_FREQ_HZ / (I2C_CLK_FREQ_HZ * 2);
    logic [31:0] cnt;
    always_ff @(posedge clk or negedge rst_n) begin
        if (!rst_n) begin
            cnt     <= 0;
            scl_clk <= 1;
        end else if (cnt == DIV_COUNT-1) begin
            cnt     <= 0;
            scl_clk <= ~scl_clk;
        end else cnt <= cnt + 1;
    end
endmodule
module i2c_io_if (
    input  logic scl_clk,
    input  logic scl_oen,
    input  logic sda_oen,
    inout  wire  scl,
    inout  wire  sda,
    output logic scl_int,
    output logic sda_int
);
    assign scl     = scl_oen ? 1'b0 : 1'bz;
    assign sda     = sda_oen ? 1'b0 : 1'bz;
    assign scl_int = scl;
    assign sda_int = sda;
endmodule
typedef enum logic [2:0] {IDLE, ADDR, DATA, ACK_PHASE, STOP_PHASE} state_t;
module i2c_fsm (
    input  logic        scl_clk,
    input  logic        rst_n,
    input  logic [6:0]  cfg_address,
    input  logic [7:0]  tx_data,
    input  logic        tx_valid,
    input  logic        start,
    input  logic        restart,
    input  logic        stop,
    output logic        scl_oen,
    output logic        sda_oen,
    output logic        tx_ready,
    output logic        ack_out,
    output logic        busy,
    output logic        error,
    output logic [7:0]  rx_data,
    output logic        rx_valid
);
    state_t curr_state, next_state;
    logic [7:0] shift_reg, next_shift_reg;
    logic [3:0] bit_cnt, next_bit_cnt;
    logic       rw_flag, next_rw_flag;
    logic       next_error;
    logic       sda_int;
    always_comb begin
        scl_oen        = 0;
        sda_oen        = 0;
        tx_ready       = (curr_state == IDLE);
        ack_out        = 1;
        busy           = (curr_state != IDLE);
        next_state     = curr_state;
        next_shift_reg = shift_reg;
        next_bit_cnt   = bit_cnt;
        next_rw_flag   = rw_flag;
        next_error     = error;
        case (curr_state)
            IDLE: if (start || restart) begin
                next_state     = ADDR;
                next_bit_cnt   = 7;
                next_rw_flag   = start ? 0 : rw_flag;
                next_shift_reg = {cfg_address, (start?0:rw_flag)};
                sda_oen        = 1;
            end
            ADDR: begin
                scl_oen = ~scl_clk;
                sda_oen = ~shift_reg[bit_cnt];
                if (scl_clk) begin
                    if (bit_cnt == 0) next_state = ACK_PHASE;
                    else next_bit_cnt = bit_cnt - 1;
                end
            end
            DATA: begin
                scl_oen = ~scl_clk;
                if (!rw_flag) sda_oen = ~shift_reg[bit_cnt];
                if (scl_clk) begin
                    if (bit_cnt == 0) next_state = ACK_PHASE;
                    else next_bit_cnt = bit_cnt - 1;
                end
                if (tx_valid && tx_ready) begin
                    next_shift_reg = tx_data;
                    next_bit_cnt   = 7;
                end
            end
            ACK_PHASE: begin
                scl_oen = ~scl_clk;
                if (scl_clk) begin
                    next_error = sda_int;
                    ack_out    = sda_int;
                    if (stop) next_state = STOP_PHASE;
                    else begin next_state = DATA; next_rw_flag = rw_flag; end
                end
            end
            STOP_PHASE: begin
                if (scl_clk) begin next_state = IDLE; sda_oen = 0; end
                else begin sda_oen = 1; scl_oen = 0; end
            end
        endcase
    end
    always_ff @(posedge scl_clk or negedge rst_n) begin
        if (!rst_n) begin
            curr_state <= IDLE;
            shift_reg  <= 0;
            bit_cnt    <= 0;
            rw_flag    <= 0;
            error      <= 0;
        end else begin
            curr_state <= next_state;
            shift_reg  <= next_shift_reg;
            bit_cnt    <= next_bit_cnt;
            rw_flag    <= next_rw_flag;
            error      <= next_error;
        end
    end
endmodule
module I2C_Controller (
    input  logic        clk,
    input  logic        rst_n,
    inout  wire         scl,
    inout  wire         sda,
    input  logic [6:0]  cfg_address,
    input  logic [7:0]  tx_data,
    input  logic        tx_valid,
    output logic        tx_ready,
    output logic [7:0]  rx_data,
    output logic        rx_valid,
    input  logic        rx_ready,
    input  logic        start,
    input  logic        restart,
    input  logic        stop,
    input  logic        ack_in,
    output logic        ack_out,
    output logic        busy,
    output logic        error
);
    logic scl_clk;
    logic scl_oen, sda_oen;
    logic scl_int, sda_int;
    i2c_clock_divider #(
        .SYS_CLK_FREQ_HZ(100_000_000),
        .I2C_CLK_FREQ_HZ(100_000)
    ) clk_div (
        .clk(clk), .rst_n(rst_n), .scl_clk(scl_clk)
    );
    i2c_io_if io_if (
        .scl_clk(scl_clk),
        .scl_oen(scl_oen),
        .sda_oen(sda_oen),
        .scl(scl),
        .sda(sda),
        .scl_int(scl_int),
        .sda_int(sda_int)
    );
    i2c_fsm fsm (
        .scl_clk(scl_clk),
        .rst_n(rst_n),
        .cfg_address(cfg_address),
        .tx_data(tx_data),
        .tx_valid(tx_valid),
        .start(start),
        .restart(restart),
        .stop(stop),
        .scl_oen(scl_oen),
        .sda_oen(sda_oen),
        .tx_ready(tx_ready),
        .ack_out(ack_out),
        .busy(busy),
        .error(error),
        .rx_data(rx_data),
        .rx_valid(rx_valid)
    );
endmodule
```

## ./constraint.sdc

```tcl
current_design I2C_Controller

set clk_period 6.9
set clk_io_pct 0.2

create_clock -name clk0 -period $clk_period [get_ports {clk}]

set non_clock_inputs [all_inputs -no_clocks]
set_input_delay [expr $clk_period * $clk_io_pct] -clock clk0 $non_clock_inputs
set_output_delay [expr $clk_period * $clk_io_pct] -clock clk0 [all_outputs]
```

==> notes.md <==
### Die
- 6870 µm² — Floorplan Core Area
- 30 — count of standard-cell rows
- 86.8 µm — overall die height
- 7540 µm² — full die area
- 86.8 µm — Die Wd
- 31.4% — FP Util
- 38 — io pins

### Detailed routing
- 10.8 µm — Routed wire per std cell
- 0 — ANT nets after route
- 0 — count of unresolved DRC violations after routing
- 4.54 — average vias per placed instance
- 0 — antenna diode count
- 3450 µm — total detailed-routing wirelength
- 1444 — via total after detailed routing
- 3 — drt pass-1 iters
- 57 — First DRT Iteration DRCs

### Logic synthesis
- 0 — flip-flops with a built-in enable
- 213 — instance tally after logic synthesis
- 2160 µm² — synthesized area
- 7.19% — and-or/or-and share of the synthesized area
- 25.9% — and+or+nand+nor area frac
- 40 — number of flip-flops and latches in the synthesized netlist
- simple AND/OR/NAND/NOR gates — dominant kind of combinational cell
- 2160 µm² — Chip Area, Yosys
- 14 — count of warnings emitted by yosys
- 213 — yosys cell count
- 0% — proportion of synthesized area in mux cells
- dfrtp_1 — most used flip-flop cell after synthesis
- 1.16% — Synth Area in Adders
- 12.6% — parity-gate share of the synthesized area counting xor and xnor cells
- 10.1 µm² — syn avg cell area
- 50 — Synth cell types
- 46.4% — Synth Seq Share
- 100% — proportion of register bits with asynchronous set or reset after synthesis

### Final timing
- 9 — count of endpoints without a timing constraint
- 0 — total of endpoints with negative setup slack in the final report
- 1870 ps — final worst path period need
- 7 — register pins left without a clock
- 535 MHz — maximum clock frequency
- 2.82 ps — Clock Skew
- 520 ps — Worst-Margin Slew
- 27.1% — share of the clock period used by the worst path after layout
- false — unrepaired setup endpoints after global routing
- 0 — number of hold-slack violations in the final timing report
- 65.2% — Slew HR
- 0 — final count of pins violating max slew
- 0 ps — setup tns final

### Layout
- 318 — number of non-filler instances in the completed layout
- 9.51% — P&R area growth vs syn
- 11.7% — share of cells above drive strength 1

### Clock tree
- 70 ps — clock transition at the register clock pins on the worst setup and hold paths after CTS
- 0 — number of buffers added to fix hold violations after cts
- 5 — cts bufs inserted
- clkbuf_8 — clock root buffer
- 2 — # H-tree levels
- 0 — Gates resized, CTS repair
- 280 ps — Clock Latency Late Sink
- 0 — number of post-CTS setup repair buffers
- 2 — worst-case clock buffer depth
- done — clock tree from TritonCTS

### Global route
- 41 — maximum number of pins on one net before global-route repair
- 0 — total grt overflow
- 1325 — vias in the first global route
- 0 — initial antenna violation count
- 6130 µm — global-route wire length before repair
- 10.3% — global-route usage over all layers

### Critical path
- flop — element type at the critical path end
- flop to flop — critical setup path kind
- flop — critical path startpoint category
- 7 — worst-path maximum fanout
- 2090 ps — Arrival @ worst endpoint
- 5 — worst reg2reg path depth
- 7120 ps — CP Data Required Time

### Place
- 0.743 — weighted congestion at the end of routability-driven global placement
- 6 — IO Port Bufs
- 310 — Inst Count DP
- 2380 µm — HPWL Detailed

### Power and ir drop
- 1.05 nW — Static Leak
- 153 nW/µm² — Pwr Density
- 0.000151 V — maximum vdd drop

### Job
- 43 — warning total across the stage logs
- 0 — count of max-cap constraint violations

### Run status
- completed — outcome

### Hold path
- 1 — Hold Path Depth
- flop to flop — type of the tightest min-delay check

==> worst paths after layout <==
path / startpoint / endpoint / slack [ps]
max in group asynchronous: rst_n / clk_div.cnt[4]$_DFF_PN0_ / 5390
min reg2reg: clk_div.cnt[29]$_DFF_PN0_ / clk_div.cnt[29]$_DFF_PN0_ / 490
max reg2reg: clk_div.cnt[0]$_DFF_PN0_ / clk_div.scl_clk$_DFFE_PN1N_ / 5030
min: clk_div.cnt[29]$_DFF_PN0_ / clk_div.cnt[29]$_DFF_PN0_ / 490
min in group asynchronous: rst_n / clk_div.cnt[6]$_DFF_PN0_ / 1150
max: clk_div.cnt[0]$_DFF_PN0_ / clk_div.scl_clk$_DFFE_PN1N_ / 5030
==> kinds of logic (layout without fill, tap and decap cells) <==
group | Yosys count | in the layout
AOI/OAI and AO/OA | 24 | 24
xor gates and xnor gates | 31 | 31
adders and majority gates | 2 | 2
buffers and inverters | 22 | 20
DFF | 40 | 40
other | 2 | 13
and+or+nand+nor | 92 | 92
==> cells in the final DEF (no fill, tap or decap), types with 2 or more instances in the layout <==
| cell type | instances |
|---|---|
| a21oi_1 | 7 |
| a22oi_1 | 2 |
| and2_1 | 4 |
| and3_1 | 4 |
| and4_1 | 3 |
| clkbuf_8 | 7 |
| clkdlybuf4s50_1 | 5 |
| conb_1 | 13 |
| dfrtp_1 | 39 |
| ha_1 | 2 |
| inv_1 | 5 |
| nand2_1 | 18 |
| nand2b_1 | 2 |
| nand3_1 | 13 |
| nand4_1 | 5 |
| nor2_1 | 14 |
| nor2_2 | 3 |
| nor2b_1 | 2 |
| nor3_1 | 3 |
| nor3_2 | 2 |
| nor4_1 | 5 |
| o211ai_1 | 2 |
| o21ai_0 | 3 |
| o21ai_1 | 2 |
| xnor2_1 | 21 |
| xor2_1 | 10 |
==> synthesized netlist by cell type, types with 2 or more instances <==
library cell | number | area, µm²
nor2_2 | 3 | 18.8
o21ai_1 | 2 | 10.0
and3_1 | 4 | 25.0
clkbuf_1 | 3 | 11.3
nand3_1 | 13 | 65.1
inv_1 | 5 | 18.8
dfrtp_1 | 39 | 976
nor2b_1 | 2 | 12.5
a22oi_1 | 2 | 15.0
nand4_1 | 5 | 31.3
nand2b_1 | 2 | 12.5
buf_4 | 13 | 97.6
xor2_1 | 10 | 87.6
a21oi_1 | 7 | 35.0
and4_1 | 3 | 26.3
nand2_1 | 18 | 67.6
nor4_1 | 5 | 31.3
xnor2_1 | 21 | 184
and2_1 | 4 | 25.0
ha_1 | 2 | 25.0
nor2_1 | 14 | 52.6
o211ai_1 | 2 | 15.0
o21ai_0 | 3 | 15.0
nor3_1 | 3 | 15.0
nor3_2 | 2 | 20.0
conb_1 | 2 | 7.51
==> per-layer routing <==
metal | vias up | part of all wire [%] | track usage [%]
met4 | 0 | 1.5 | 1.52
met1 | 691 | 53 | 16.6
met3 | 6 | 2.8 | 1.74
met2 | 13 | 43 | 15.2
met5 | - | 0 | 0
li1 | 734 | - | -
==> layout make-up <==
cell class / instances / area, µm²
fill: 696 / 4510
multi-input combinational: 162 / 1060
sequential: 40 / 1000
tap: 96 / 120
clock buffer: 7 / 96.3
timing repair buffer: 7 / 62.6
inverter: 5 / 18.8
clock inverter: 1 / 5.00
==> sequential cells by signal, indices dropped and copies added (netlist names) <==
name             cells
fsm.bit_cnt          4
clk_div.cnt         32
fsm.curr_state       3
clk_div.scl_clk      1
==> power by group <==
group          switching (mW)  internal [mW]  total (mW)
registers                   0          0.193       0.193
clock network          0.0691         0.0901       0.159
logic                 0.00579        0.00307     0.00885
total                  0.0749          0.287       0.361
==> critical path: stages (launching register included) <==
cell	delay, ps
dfrtp_1	390
ha_1	240
nor4b_1	310
nand4_1	200
nor3_2	480
xor2_1	180
==> stage by stage <==
step	power (mW)	hold WS (ps)	instance area, µm²	util, %	setup WS (ps)
floorplan	0.204	446	2200	-	5360
global placement	0.206	476	2260	32.9	5020
detailed placement	0.206	482	2260	32.9	5040
CTS	0.366	496	2360	34.4	5010
global route	0.377	515	2360	34.4	4810
finish	0.361	489	2360	34.4	5030
Power and IR drop assume default switching activity.
